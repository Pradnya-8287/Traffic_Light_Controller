File: design/flow/config.mk
export PLATFORM = sky130hd
export DESIGN_NAME = Traffic_Light_Controller
export DESIGN_NICKNAME = Traffic_Light_Controller
export VERILOG_FILES = /design/flow/design.v
export SDC_FILE = /design/flow/constraint.sdc
export NUM_CORES = 4
export LEC_CHECK = 1
export CORE_AREA = 10 10 75 75
export DIE_AREA = 0 0 85 85
File: design/flow/constraint.sdc
current_design Traffic_Light_Controller

set clk_period 3.5
set clk_io_pct 0.2

create_clock -name clk0 -period $clk_period [get_ports {clk}]

set non_clock_inputs [all_inputs -no_clocks]
set_input_delay [expr $clk_period * $clk_io_pct] -clock clk0 $non_clock_inputs
set_output_delay [expr $clk_period * $clk_io_pct] -clock clk0 [all_outputs]
File: design/flow/design.v
module Traffic_Light_Controller(
    input clk, rst,
    output reg [2:0] light_M1,  
    output reg [2:0] light_S,  
    output reg [2:0] light_M2,  
    output reg [2:0] light_MT  
);
    parameter S1=0, S2=1, S3=2, S4=3, S5=4, S6=5;
    reg [3:0] count;
    reg [2:0] ps;
    parameter sec7=7, sec5=5, sec3=3, sec2=2;
    always @(posedge clk or posedge rst) begin
        if (rst==1) begin  
            ps<=S1; 
            count<=0;  
        end
        else 
            case(ps) 
                S1: if (count<sec7) begin
                    ps<=S1;
                    count<=count+1;
                end
                else begin
                    ps<=S2;
                    count<=0;
                end    
                S2: if (count<sec2) begin
                    ps<=S2;
                    count <= count+1;
                end
                else begin
                    ps<=S3;
                    count <=0;
                end
                S3: if(count<sec5) begin
                    ps<=S3;
                    count<=count+1;
                end
                else begin
                    ps<=S4;
                    count<=0;
                end
                S4:if(count<sec2) begin
                    ps<=S4;
                    count<=count+1;
                end
                else begin
                    ps<=S5;
                    count<=0;
                end
                S5:if(count<sec3) begin
                    ps<=S5;
                    count<=count+1;
                end
                else begin
                    ps<=S6;
                    count<=0;
                end
                S6:if(count<sec2) begin
                    ps<=S6;
                    count<=count+1;
                end
                else begin
                    ps<=S1;
                    count<=0;
                end
                default: ps<=S1;
            endcase
    end
    always @(ps) begin
        case(ps)
            S1: begin
                light_M1<=3'b001;
                light_M2<=3'b001;
                light_MT<=3'b100;
                light_S<=3'b100;
            end
            S2: begin 
                light_M1<=3'b001;
                light_M2<=3'b010;
                light_MT<=3'b100;
                light_S<=3'b100;
            end
            S3: begin
                light_M1<=3'b001;
                light_M2<=3'b100;
                light_MT<=3'b001;
                light_S<=3'b100;
            end
            S4: begin
                light_M1<=3'b010;
                light_M2<=3'b100;
                light_MT<=3'b010;
                light_S<=3'b100;
            end
            S5: begin
                light_M1<=3'b100;
                light_M2<=3'b100;
                light_MT<=3'b100;
                light_S<=3'b001;
            end
            S6: begin 
                light_M1<=3'b100;
                light_M2<=3'b100;
                light_MT<=3'b100;
                light_S<=3'b010;
            end
            default: begin 
            light_M1<=3'b000;
            light_M2<=3'b000;
            light_MT<=3'b000;
            light_S<=3'b000;
            end
        endcase
    end
endmodule
File: design/flow/run.sh
#!/bin/bash
# OpenROAD 26Q1-2900-gdf79404cd8, Yosys 0.63+post, stock flow scripts
make -C /OpenROAD-flow-scripts/flow DESIGN_CONFIG=/design/flow/config.mk WORK_HOME=/design/flow/orfs finish
==> flow_summary.toml <==
# yosys + openroad results
[run_status]
status = "finished, final reports clean"

[placed_design]
portBuffers = 13
globalplace.congestion = 0.833
post-place-cells = 130
preCtsSetupSlack_ns = 1.28
dp_hpwl_mm = 1.12
place_area_um2 = 797

[cells_and_area]
layout-drive-gt1-share_pct = 16.7
final-seq-area_um2 = 251
utilization_pct = 21.0
post-route-cell-area_um2 = 852
area_delta_synth_final_pct = 26.6
fillCellCount = 430
logic_area_um2 = 330
finalNonFillerCells = 134

[cts]
clock_latency_ns = 0.23
ctsHtreeMaxLevel = 1
cts_setup_buffers = 0
ctsResizeCount = 0
cts_root_buffer = "clkbuf_8"
cts_buffer_depth = 2
cts_sinks = 10
cts_hold_buf = 0
clk_pin_slew_ns = 0.05
cts_tree = "yes"
cts_buffers = 3

[route]
drtPass1Iterations = 5
vias = 562
ant_nets = 0
drc = 0
drt_iter0_markers = 43
routed_wirelength_mm = 1.52
n_antenna_cell = 0
routed_via_density = 4.19
routedWlPerCell_um = 11.3

[setup_path]
cp_cell_sequence = "or2_2 -> or3_1 -> clkdlybuf4s50_1"
end_kind = "output port"
path_class = "reg -> out"
crit_required_ns = 2.80
crit_slowest_cell = "dfrtp_1"
reg2reg_to = "count[0]"
cp_max_fo = 7
rr_worst_depth = 5
path_buffers = 1
crit_family = "simple AND/OR/NAND/NOR gates"
critPathArrivalTime_ns = 1.77
crit_start = "ps[4]"
start_kind = "register"
rrSetupSlack_ns = 1.87
cpPeakStageDelay_ns = 0.44
r2r_start = "count[1]"

[logic_synthesis]
yosysTopAreaCell = "dfrtp_1"
synth.cell_area_um2 = 673
ys_seq_share_pct = 37.4
top_cells_by_area = "dfrtp_1 33%, dfstp_2 3.9%, nor2_1 3.9%"
ff_type = "dfrtp_1"
yosys_cells = 77
ys_async_sr_fraction_pct = 100
syn-mean-instance-area_um2 = 8.74
synth_top_area_share_pct = 33.5
yosysWarningCount = 1
edf_count = 0
synth_flops = 10
synth.distinct_cells = 32
syn_inst = 77
ys_chip_area_um2 = 673

[sta]
period_needed_ns = 2.47
rsz0062_at_grt = "false"
drv_slew = 0
fin_tns_setup_ns = 0
hold_violations = 0
slew_headroom_pct = 75.2
setup_viol_count_final = 0
period_used_pct = 70.5
fin_ws_ns = 1.03
worst_hold_slack_ns = 0.522
tightest_slew_ns = 0.363
max_freq_mhz = 405
skew_ns = 0.00287

[hold_path]
min-delay-start = "count[0]"
holdCritPathClass = "reg -> reg"
hold-path-endpoint = "count[0]"
worstHoldPathCells = 1

[global_routing]
grt_overflow_total = 0
antenna_found_initial = 0
grt_pass1_wl_mm = 2.55
grt_start_max_net_pins = 12
grt_pass1_vias = 540
gr-usage-all-layers_pct = 4.15

[power]
ir_worst_vdd_mv = 0.0926
comb_power_share_pct = 1.3
power_mw = 0.261
p_int_mw = 0.216
switchingPower_mw = 0.0455
cellPowerDensity_nw_per_um2 = 307
power.share.clock_pct = 54.3
leakage_nw = 0.353
pwr-share-seq_pct = 44.4
switching_share_pct = 17.4

[floorplan]
chipArea_um2 = 7230
die_x_um = 85
fp_util_pct = 16.6
core_um2 = 4060
core.rowCount = 23
fp.dieH_um = 85
ios = 14

[job]
drv_cap = 0
warnings = 26
==> cells in the mapped netlist, types with 2 or more instances <==
cell / instances
ha_1: 2
o31ai_2: 2
a21oi_1: 5
nand2_1: 5
inv_1: 6
or4_4: 2
or3_1: 2
nand2b_1: 2
clkbuf_1: 6
buf_6: 2
nor3_1: 5
dfrtp_1: 9
o21ai_0: 4
nor2_1: 7
==> layout make-up <==
cell class	count	share of cell area, %
clock buffer	4	6.46
inverter	6	2.64
multi-input combinational	51	38.8
sequential	10	29.5
tap	50	7.34
timing repair buffer	13	15.3
==> how the worst max path moves through the flow <==
stage | endpoint | depth (start not counted) | slack (ns)
after CTS | light_MT[2] | 3 | 1.02
after global routing | light_MT[2] | 3 | 0.96
final | light_MT[2] | 3 | 1.03
==> power groups by stage <==
stage | Sequential [mW] | Combinational, mW | Clock, mW
6_report | 0.116 | 0.00335 | 0.142
4_1_cts | 0.116 | 0.00359 | 0.146
5_1_grt | 0.116 | 0.00404 | 0.156
==> layout by cell type (no fill, tap or decap), types with 2 or more instances in the layout <==
cell / Yosys / final
nor3_1: 5 / 5
nor2_1: 7 / 7
o21ai_0: 4 / 4
or4_4: 2 / 2
clkdlybuf4s50_1: 0 / 13
nand2_1: 5 / 5
a21oi_1: 5 / 5
inv_1: 6 / 6
dfrtp_1: 9 / 9
ha_1: 2 / 2
nand2b_1: 2 / 2
clkbuf_8: 1 / 4
o31ai_2: 2 / 2
or3_1: 2 / 2
==> metal layers <==
layer	wire length [µm]	vias to the layer above	global-route usage, %
li1	-	274	-
met1	725	269	5.73
met2	618	17	5.45
met3	159	2	2.31
met4	12	0	0.898
met5	0	-	0
==> sequential cells by signal (all words and copies together) (netlist names) <==
name	cells
count	4
ps	6
==> kinds of logic (layout without fill, tap and decap cells) <==
family	after synthesis	count (layout)	share of synthesized area (%)
buffers and inverters	16	23	13.6
and+or+nand+nor	30	30	25.7
AOI/OAI and AO/OA	18	18	18.2
adders and majority gates	2	2	3.72
muxes	1	1	1.49
DFF	10	10	37.4
No activity file was given, so power comes from the tool's default toggle rates.
